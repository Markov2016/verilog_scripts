==> /design/flow/design.v <==
module D_trigger1(clk,reset,D,Q);
input clk,reset;
input  D;
output reg  Q;
always@(posedge clk) begin
  if(~reset) begin
    Q <= 1'b0;
  end
  else begin 
    Q <= D;
  end
end
endmodule
module D_trigger4(clk,reset,D,Q);
input clk,reset;
input [3:0] D;
output reg [3:0] Q;
always@(posedge clk) begin
  if(~reset) begin
    Q <= 4'b0;
  end
  else begin 
    Q <= D;
  end
end
endmodule
module D_trigger10(clk,reset,D,Q);
input clk,reset;
input [9:0] D;
output reg [9:0] Q;
always@(posedge clk) begin
  if(~reset) begin
    Q <= 10'b0;
  end
  else begin 
    Q <= D;
  end
end
endmodule
module D_trigger16(clk,reset,D,Q);
input clk,reset;
input [15:0] D;
output reg [15:0] Q;
always@(posedge clk) begin
  if(~reset) begin
    Q <= 16'b0;
  end
  else begin 
    Q <= D;
  end
end
endmodule
module Double_DT(clk,reset,D0,D1,Q0,Q1);
  input clk,reset;
  input [3:0] D0,D1;
  output [3:0] Q0,Q1;
  D_trigger4 d0(clk,reset,D0,Q0);
  D_trigger4 d2(clk,reset,D1,Q1);
endmodule
module buffer_ROM(clk,reset,wen,index_qua,index_cor,Q,XM0,YM0,XR0,YR0,index_cor0,wen_trans0);
  input clk,reset,wen;
  input [2:0] index_qua;
  input [6:0] index_cor;
  input [47:0] Q;
  output reg [15:0] XM0,YM0,XR0,YR0;
  output reg [9:0] index_cor0;
  output wen_trans0;
  D_trigger1 d0(clk,1'b1,wen,wen_trans0);
  always@(posedge clk)begin
    if(~reset) begin
      XM0 <= 16'b0;YM0 <= 16'b0;XR0 <= 16'b0;YR0 <= 16'b0;
      index_cor0 <= 10'b0;
    end
    else begin
      XM0[15:0] <= Q[47:32];
      YM0[15:0] <= Q[23: 8];
      XR0[7:0] <= Q[31:24];XR0[15:8] <= 8'b0;
      YR0[7:0] <= Q[7 : 0];YR0[15:8] <= 8'b0;
      index_cor0[6:0] <= index_cor;
      index_cor0[9:7] <= index_qua;
    end 
  end
endmodule
module buffer_cordic_cell(clk,reset,index_cor,index_cor_,XR__,YR__,XR_,YR_);
  input [10:0] index_cor;
  input [15:0] XR__,YR__;
  input  clk,reset;
  output [10:0] index_cor_;
  output [15:0] XR_,YR_;  
  wire [10:0] index_cor0,index_cor1,index_cor2,index_cor3;
  D_trigger10 ti0(clk,reset,index_cor ,index_cor0);
  D_trigger10 ti1(clk,reset,index_cor0,index_cor1);
  D_trigger10 ti2(clk,reset,index_cor1,index_cor2);
  D_trigger10 ti3(clk,reset,index_cor2,index_cor3);
  D_trigger10 ti4(clk,reset,index_cor3,index_cor_);
  wire [15:0] XR_0,XR_1,XR_2,XR_3;
  D_trigger16 tx0(clk,reset,XR__,XR_0);
  D_trigger16 tx1(clk,reset,XR_0,XR_1);
  D_trigger16 tx2(clk,reset,XR_1,XR_2);
  D_trigger16 tx3(clk,reset,XR_2,XR_3);
  D_trigger16 tx4(clk,reset,XR_3,XR_);
  wire [15:0] YR_0,YR_1,YR_2,YR_3;
  D_trigger16 ty0(clk,reset,YR__,YR_0);
  D_trigger16 ty1(clk,reset,YR_0,YR_1);
  D_trigger16 ty2(clk,reset,YR_1,YR_2);
  D_trigger16 ty3(clk,reset,YR_2,YR_3);
  D_trigger16 ty4(clk,reset,YR_3,YR_);
endmodule
==> /design/flow/run.sh <==
#!/bin/bash
# OpenROAD 26Q1-2900-gdf79404cd8, Yosys 0.63+post, stock flow scripts
make -C /OpenROAD-flow-scripts/flow DESIGN_CONFIG=/design/flow/config.mk WORK_HOME=/design/flow/orfs finish
==> /design/flow/config.mk <==
export PLATFORM = sky130hd
export DESIGN_NAME = buffer_cordic_cell
export DESIGN_NICKNAME = buffer_cordic_cell
export VERILOG_FILES = /design/flow/design.v
export SDC_FILE = /design/flow/constraint.sdc
export NUM_CORES = 4
export LEC_CHECK = 1
export CORE_UTILIZATION = 50
==> /design/flow/constraint.sdc <==
current_design buffer_cordic_cell

set clk_period 1.1
set clk_io_pct 0.2

create_clock -name clk0 -period $clk_period [get_ports {clk}]

set non_clock_inputs [all_inputs -no_clocks]
set_input_delay [expr $clk_period * $clk_io_pct] -clock clk0 $non_clock_inputs
set_output_delay [expr $clk_period * $clk_io_pct] -clock clk0 [all_outputs]
==> impl_metrics.tcl <==
# implementation run metrics
set metrics [dict create \
    status "completed" \
    io_pins 88 \
    warnings 29 \
    cts_tree "done" \
    finClkSkew_ns 0.00546 \
    area_leaders "dfxtp_1, and2_1, clkbuf_2, and2_2, clkbuf_4" \
    chip_area_sq_um 11800 \
    path_clk_slew_ns 0.06 \
    arrival_ns 0.87 \
    num_rows 38 \
    drtIter0Drc 154 \
    finalNonFillerCells 687 \
    hold_viol 0 \
    drive_gt1_share_pct 17.7 \
    yosys_warnings 12 \
    grt_max_degree 85 \
    antenna_found_initial 0 \
    cp-endpoint "index_cor_[6]" \
    finalMaxSlewViolations 0 \
    synth-simple-area-share_pct 23.5 \
    cts_buffers 21 \
    crit_path_start_kind "flip-flop" \
    post_drt_wl_per_cell_um 9.43 \
    ff2ff_path_depth 1 \
    ys_seq_share_pct 74.2 \
    area_growth_pct 25.4 \
    ys_sh_xor_pct 0 \
    end_kind "output port" \
    path_buffers 1 \
    grt_usage_pct 11.8 \
    ys_area_sq_um 5670 \
    worstPathRequired_ns 0.88 \
    grt-ovfl-total 0 \
    synth_compound_gate_area_share_pct 0 \
    p_per_area_nw_per_um2 2120 \
    r2r_slack_ns 0.53 \
    finalSetupViolations 0 \
    insertion_delay_ns 0.46 \
    fp_util_pct 51.8 \
    vias 2789 \
    die_h_um 108 \
    syn_inst 445 \
    finalWorstSetupSlack_ns 0.00583 \
    io_buffers 85 \
    clock_sinks 210 \
    path_delay_family "flip-flops" \
    fmax_mhz 914 \
    slowest_stage "dfxtp_2" \
    ys_cells 445 \
    logic_family "simple AND/OR/NAND/NOR gates" \
    timing.rr.start "ty1.Q[4]$_SDFF_PN0_" \
    place_ws_ns 0.0930 \
    post-cts-setup-buffers 0 \
    viasPerCell 4.06 \
    maxCapViolations 0 \
    hpwl_mm 3.55 \
    rsz0062_at_grt "yes" \
    top_area_cell "dfxtp_1" \
    hp-class "in2reg" \
    grt_pass1_wl_mm 10.7 \
    dieWidth_um 108 \
    path_cells "buf_2" \
    core_area_sq_um 10900 \
    hold_slack_ns 0.220 \
    diodes 0 \
    crit_type "reg2out" \
    min_period_ns 1.09 \
    grt_pass1_vias 2462 \
    drc 0 \
    synthMuxAreaShare_pct 0 \
    critPathMaxStageDelay_ns 0.31 \
    r2r-end "ty2.Q[4]$_SDFF_PN0_" \
    drt-pass1-iter-count 3 \
    h-tree-depth 1 \
    ys.flops 210 \
    worstSetupStartpoint "ti4.Q[6]$_SDFF_PN0_" \
    avgSynthCellArea_sq_um 12.7 \
    path_max_fanout 1 \
    ant_nets 0 \
    wirelength_mm 6.48 \
    clockBufferDepth 3 \
    syn_area_sq_um 5670 \
    synth_cell_type_count 8 \
    leakage_nw 3.11 \
    cp.depth 1 \
    yosysTopAreaCellShare_pct 74.2 \
    finalCritPeriodShare_pct 99.5 \
    fa_ha_area_share_pct 0 \
    gp_congestion 0.705 \
    clockRootBuffer "clkbuf_16" \
    irDropWorstVdd_uv 1380 \
    dp.cells 650 \
]
[power breakdown]
part           leakage (nW)  internal, mW  switching [mW]  total [mW]
logic                  1.05         0.269           0.135       0.404
registers              1.72          7.83          0.0382        7.87
clock network         0.343          4.22            2.60        6.81
total                  3.11          12.3            2.77        15.1
[worst min-delay path: cells and delay by family]
kind                   cells  cell delay, ns
AND/OR/NAND/NOR            1            0.13
buffers and inverters      2            0.30
[cell families after synthesis]
kind of cell  Yosys count
simple gates          210
buf+inv                24
flops                 210
other cells             1
[layer usage]
| layer | track usage, % | wire, um |
|---|---|---|
| met3 | 2.88 | 424 |
| met5 | 0 | 0 |
| met1 | 16.3 | 3000 |
| met2 | 19.3 | 2960 |
| met4 | 3.38 | 97 |
[final cells by class]
| class | count | area [sq um] |
|---|---|---|
| fill | 831 | 3830 |
| clock buffer | 31 | 633 |
| multi-input combinational | 211 | 1330 |
| sequential | 210 | 4210 |
| clock inverter | 6 | 61.3 |
| tap | 140 | 175 |
| timing repair buffer | 89 | 693 |
[cells in the mapped netlist]
cell type and n:
clkbuf_2 20, and2_1 197, buf_2 1, and2_2 13, clkbuf_4 2, buf_4 1
dfxtp_1 210, conb_1 1
[worst min-delay path by stage]
stage	startpoint	endpoint	slack, ns	depth (start not counted)
after global routing	reset	ty3.Q[3]$_SDFF_PN0_	0.23	3
after CTS	reset	ty3.Q[7]$_SDFF_PN0_	0.22	3
final	reset	ty3.Q[6]$_SDFF_PN0_	0.22	3
[state kept, by name, indices dropped and copies added (netlist names), 16 cells and up]
signal,count
tx0.Q,16
tx1.Q,16
tx2.Q,16
tx3.Q,16
tx4.Q,16
ty0.Q,16
ty1.Q,16
ty2.Q,16
ty3.Q,16
ty4.Q,16
[per-stage QoR]
stage	power (mW)	util (%)	setup TNS (ns)	instance area (sq um)
finish	15.1	65.0	0	7100
global route	15.7	65.0	-0.746	7100
CTS	15.3	64.9	-0.179	7100
detailed placement	8.46	60.5	0	6620
global placement	8.45	60.5	0	6620
floorplan	8.25	-	0	5670
[cell usage in the layout, fill, tap and decap left out, drive strengths merged]
cell type	Yosys	final
dfxtp	210	210
and2	210	210
buf	2	47
clkdlybuf4s50	0	42
clkbuf	22	31
clkinv	0	3
conb	1	1
bufinv	0	1
clkinvlp	0	1
inv	0	1
[what timing repair did]
item | CTS | global route
gates resized | 131 | 2
hold buffers | 0 | 0
setup endpoints to repair | 42 | 42
Power and IR drop assume default switching activity.
