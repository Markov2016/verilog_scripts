[config.mk]
export PLATFORM = sky130hd
export DESIGN_NAME = adder_pipe
export DESIGN_NICKNAME = adder_pipe
export VERILOG_FILES = /design/flow/design.v
export SDC_FILE = /design/flow/constraint.sdc
export NUM_CORES = 4
export LEC_CHECK = 1
export CORE_UTILIZATION = 30
[run.sh]
#!/bin/bash
# OpenROAD 26Q1-2900-gdf79404cd8, Yosys 0.63+post, stock flow scripts
make -C /OpenROAD-flow-scripts/flow DESIGN_CONFIG=/design/flow/config.mk WORK_HOME=/design/flow/orfs finish
[constraint.sdc]
current_design adder_pipe

set clk_period 3.9
set clk_io_pct 0.2

create_clock -name clk0 -period $clk_period [get_ports {clk}]

set non_clock_inputs [all_inputs -no_clocks]
set_input_delay [expr $clk_period * $clk_io_pct] -clock clk0 $non_clock_inputs
set_output_delay [expr $clk_period * $clk_io_pct] -clock clk0 [all_outputs]
[design.v]
module D_trigger1(clk,reset,D,Q);
input clk,reset;
input  D;
output reg  Q;
always@(posedge clk) begin
  if(~reset) begin
    Q <= 1'b0;
  end
  else begin 
    Q <= D;
  end
end
endmodule
module D_trigger4(clk,reset,D,Q);
input clk,reset;
input [3:0] D;
output reg [3:0] Q;
always@(posedge clk) begin
  if(~reset) begin
    Q <= 4'b0;
  end
  else begin 
    Q <= D;
  end
end
endmodule
module D_trigger10(clk,reset,D,Q);
input clk,reset;
input [9:0] D;
output reg [9:0] Q;
always@(posedge clk) begin
  if(~reset) begin
    Q <= 10'b0;
  end
  else begin 
    Q <= D;
  end
end
endmodule
module D_trigger16(clk,reset,D,Q);
input clk,reset;
input [15:0] D;
output reg [15:0] Q;
always@(posedge clk) begin
  if(~reset) begin
    Q <= 16'b0;
  end
  else begin 
    Q <= D;
  end
end
endmodule
module Double_DT(clk,reset,D0,D1,Q0,Q1);
  input clk,reset;
  input [3:0] D0,D1;
  output [3:0] Q0,Q1;
  D_trigger4 d0(clk,reset,D0,Q0);
  D_trigger4 d2(clk,reset,D1,Q1);
endmodule
module adder4(add1,add2,carry_in,sum,carry_out);
input [3:0] add1,add2;
input carry_in;
output [3:0] sum;
output carry_out;
assign {carry_out,sum} = add1+add2+carry_in;
endmodule
module adder_pipe(clk,reset,a1,a2,b,sign);
  input clk,reset;
  input [15:0] a1,a2;
  input sign;
  output [15:0] b;
  wire [3:0] carry;
  wire [3:0] temp_pre1 [0:5];
  wire [3:0] temp_pre2 [0:5];
  wire [3:0] temp_pos  [0:5];
  wire [3:0] temp_carry;
  wire [15:0]temp_a2 = (sign == 1)?~a2:a2;
  adder4 A_0(a1[3:0],temp_a2[3:0],sign,temp_pos[0],temp_carry[0]);
  D_trigger1 tc0(clk,reset,temp_carry[0],carry[0]);
  D_trigger4 D00(clk,reset,temp_pos[0],temp_pos[1]);
  D_trigger4 D01(clk,reset,temp_pos[1],temp_pos[2]);
  D_trigger4 D02(clk,reset,temp_pos[2],b[3:0]);
  Double_DT D10(clk,reset,a1[7:4],temp_a2[7:4],temp_pre1[0],temp_pre2[0]);
  adder4 A_1(temp_pre1[0],temp_pre2[0],carry[0],temp_pos[3],temp_carry[1]);
  D_trigger1 tc1(clk,reset,temp_carry[1],carry[1]);
  D_trigger4 D11(clk,reset,temp_pos[3],temp_pos[4]);
  D_trigger4 D12(clk,reset,temp_pos[4],b[7:4]);
  Double_DT D20(clk,reset,a1[11:8],temp_a2[11:8],temp_pre1[1],temp_pre2[1]);
  Double_DT D21(clk,reset,temp_pre1[1],temp_pre2[1],temp_pre1[2],temp_pre2[2]);
  adder4 A_2(temp_pre1[2],temp_pre2[2],carry[1],temp_pos[5],temp_carry[2]);
  D_trigger1 tc2(clk,reset,temp_carry[2],carry[2]);
  D_trigger4 D22(clk,reset,temp_pos[5],b[11:8]);
  Double_DT D30(clk,reset,a1[15:12],temp_a2[15:12],temp_pre1[3],temp_pre2[3]);
  Double_DT D31(clk,reset,temp_pre1[3],temp_pre2[3],temp_pre1[4],temp_pre2[4]);
  Double_DT D32(clk,reset,temp_pre1[4],temp_pre2[4],temp_pre1[5],temp_pre2[5]);
  adder4 A_3(temp_pre1[5],temp_pre2[5],carry[2],b[15:12],temp_carry[3]);
  D_trigger1 tc3(clk,reset,temp_carry[3],carry[3]);
endmodule
==> results.py <==
# Auto-generated metrics
metrics = {
    "critical_path": {
        "slowest_stage": "clkdlybuf4s50_1",
        "cp_cell_sequence": "inv_1 -> fa_1 -> fa_1 -> xnor2_1 -> clkdlybuf4s50_1",
        "cp-end-kind": "primary output",
        "cpLargestDelayFamily": "adder cells",
        "worstSetupPathType": "reg2out",
        "arrival_ns": 2.17,
        "critPathLaunch": "tc2.Q",
        "rrSetupSlack_ns": 2.18,
        "cp.buffers_inverters": 2,
        "reg2reg_depth": 6,
        "start_kind": "flop",
        "crit_top_cell": "fa_1",
        "timing.rr.start": "tc0.Q",
        "cpPeakStageDelay_ns": 0.47,
        "cp.required_ns": 3.12,
        "worstReg2RegEnd": "tc1.Q",
        "path_max_fanout": 2,
    },
    "routing": {
        "drtAntennaViolNets": 0,
        "drc": 0,
        "wire_per_inst_um": 9.38,
        "num_antenna_cells": 0,
        "drtPass1Iterations": 4,
        "vias": 1555,
        "wl_um": 3770,
        "drt_iter0_markers": 35,
        "post_drt_via_cell_ratio": 3.87,
    },
    "timing": {
        "max_freq_mhz": 339,
        "hold_viol": 0,
        "setup_viol": 0,
        "finalWorstSetupSlack_ns": 0.951,
        "skew_ns": 0.00672,
        "worst_pin_slew_ns": 0.529,
        "layout_min_cycle_time_ns": 2.95,
        "rsz0062_at_grt": "false",
        "max_slew_margin": 0.648,
        "slew_viol_final": 0,
        "period_used_share": 0.756,
        "finalSetupTns_ns": 0,
    },
    "worst_hold_path": {
        "worstHoldEndpoint": "D21.d0.Q[0]",
        "holdCritStartpoint": "D20.d0.Q[0]",
        "hold_depth": 1,
        "holdCritPathClass": "reg2reg",
    },
    "placed_design": {
        "portBuffers": 50,
        "dp_slack_ns": 1.30,
        "dpl.hpwl_um": 2570,
        "place.gp.congestion": 0.793,
    },
    "die": {
        "initCoreUtil": 0.309,
        "ios": 51,
        "rows": 34,
        "die_h_um": 96.7,
        "die_w_um": 96.7,
        "core_um2": 8720,
        "chipArea_um2": 9360,
    },
    "synth": {
        "edf_count": 0,
        "ys_area_um2": 2690,
        "ys_types": 21,
        "postSynthCellCount": 236,
        "ys.flops": 75,
        "ys_warn_count": 3,
        "area_leaders": "dfxtp_1, and2_1, xor2_1, fa_1, ha_1",
        "ys_seq_frac": 0.558,
        "yosys-top-cells-count": "dfxtp_1, and2_1, xor2_1",
        "synth_dominant_cell_count": "dfxtp_1",
        "ys_cells": 236,
        "ff_type": "dfxtp_1",
        "avgSynthCellArea_um2": 11.4,
        "netlist.area_leader.share": 0.558,
        "async_flop_share": 0,
        "top_area_cell": "dfxtp_1",
        "netlist_area_um2": 2690,
    },
    "clock_tree": {
        "htree_levels": 3,
        "cts_tree": "done",
        "post_cts_buffers": 0,
        "clkSinkCount": 75,
        "clock_latency_ns": 0.33,
        "post_cts_resized": 0,
        "clk_path_buf_depth": 2,
        "cts_hold_buf": 0,
        "cts_buffers": 9,
        "clk_pin_slew_ns": 0.08,
        "root_buffer": "clkbuf_8",
    },
    "power_and_ir_drop": {
        "p_leak_nw": 1.47,
        "peakVddDrop_mv": 0.197,
        "p_per_area_nw_per_um2": 450,
        "p_total_mw": 1.57,
    },
    "global_routing": {
        "grt_pass1_vias": 1512,
        "antenna_found_initial": 0,
        "grt_overflow": 0,
        "grt_max_degree": 76,
        "grt_pass1_wl_um": 6530,
        "track_usage": 0.0871,
    },
    "finish": {
        "area_delta_synth_final_pct": 29.5,
        "n_fill_cell": 859,
        "drive_above_1_share": 0.0714,
    },
    "outcome": {
        "outcome": "finished, final reports clean",
    },
    "flow_run": {
        "maxCapViolations": 0,
        "warnings": 25,
    },
}
placed cells by master, fill, tap and decap left out, drive strengths merged, types with 5 or more instances in the layout:
cell type / instances
and2: 65
fa: 7
clkbuf: 9
xor2: 18
nor2b: 9
a21oi: 5
dfxtp: 75
inv: 19
clkdlybuf4s50: 49
ha: 11
o21a: 6
layer usage:
layer	part of all wire	vias to the layer above	GRT usage	wire length [um]
li1	-	831	-	-
met2	0.45	38	0.138	1700
met5	0	-	0	0
met3	0.062	4	0.0301	235
met1	0.47	682	0.119	1790
met4	0.013	0	0.0184	50
how the worst max path moves through the flow:
stage | end | cells after the start
4_1_cts | b[14] | 5
5_1_grt | b[14] | 5
6_report | b[14] | 5
final cells by class:
class,count,area (um2),area share
Clock buffer,9,124,0.0355
Clock inverter,7,73.8,0.0212
Inverter,16,60.1,0.0172
Multi-Input combinational cell,135,1080,0.310
Sequential cell,75,1500,0.431
Tap cell,108,135,0.0388
Timing Repair Buffer,52,510,0.146
kinds of logic (layout without fill, tap and decap cells):
logic type | Yosys count | count (layout) | share of synthesized area
fa+ha+maj | 18 | 18 | 0.103
xor+xnor | 21 | 21 | 0.0683
flops | 75 | 75 | 0.558
mux | 1 | 1 | 0.00557
simple gates | 80 | 80 | 0.189
buf+inv | 26 | 84 | 0.0404
compound gates | 15 | 15 | 0.0362
metrics by stage:
step	hold WS [ns]	instances	area, um2	utilization
floorplan	0.412	236	2690	-
global placement	0.416	386	3290	0.377
detailed placement	0.417	386	3290	0.377
CTS	0.431	402	3490	0.400
global route	0.451	402	3490	0.400
finish	0.429	402	3490	0.400
report_power, final:
group          total (mW)  internal, mW  switching (mW)
Clock               0.583         0.300           0.283
Sequential          0.826         0.815          0.0112
Combinational       0.160         0.102          0.0583
Total                1.57          1.22           0.353
