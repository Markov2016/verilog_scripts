==> flow/constraint.sdc <==
current_design cordic_rom

set clk_period 1.0
set clk_io_pct 0.2

create_clock -name clk0 -period $clk_period [get_ports {clk}]

set non_clock_inputs [all_inputs -no_clocks]
set_input_delay [expr $clk_period * $clk_io_pct] -clock clk0 $non_clock_inputs
set_output_delay [expr $clk_period * $clk_io_pct] -clock clk0 [all_outputs]
==> flow/run.sh <==
#!/bin/bash
# OpenROAD 26Q1-2900-gdf79404cd8, Yosys 0.63+post, stock flow scripts
make -C /OpenROAD-flow-scripts/flow DESIGN_CONFIG=/design/flow/config.mk WORK_HOME=/design/flow/orfs finish
==> flow/config.mk <==
export PLATFORM = sky130hd
export DESIGN_NAME = cordic_rom
export DESIGN_NICKNAME = cordic_rom
export VERILOG_FILES = /design/flow/design.v
export SDC_FILE = /design/flow/constraint.sdc
export NUM_CORES = 4
export LEC_CHECK = 1
export CORE_AREA = 10 10 70 70
export DIE_AREA = 0 0 80 80
==> flow/design.v <==
module CORDIC(clk,reset,XM,YM,XR,YR,index_cor0,
	X,Y,index_qua_,trans_in,trans_out);
input clk,reset,trans_in;
input [15:0] XM,YM,XR,YR;
input [9:0] index_cor0;
wire [9:0] index_cor1,index_cor2,index_cor3,index_cor4,index_cor5,index_cor6,index_cor7;
wire [15:0] XM1,XM2,XM3,XM4,XM5,XM6;
wire [15:0] YM1,YM2,YM3,YM4,YM5,YM6;
wire [15:0] XR1,XR2,XR3,XR4,XR5,XR6,XR7;
wire [15:0] YR1,YR2,YR3,YR4,YR5,YR6,YR7;
wire [5:0] trans_inside;
output [15:0] X,Y;
output [2:0] index_qua_;
output trans_out;
assign index_qua_ = index_cor7[9:7];
CORDIC_CELL c0(clk,reset,XM ,YM ,XR ,YR ,XM1,YM1,XR1,YR1,index_cor0,index_cor1,trans_in       ,trans_inside[0],3'b110);
CORDIC_CELL c1(clk,reset,XM1,YM1,XR1,YR1,XM2,YM2,XR2,YR2,index_cor1,index_cor2,trans_inside[0],trans_inside[1],3'b101);
CORDIC_CELL c2(clk,reset,XM2,YM2,XR2,YR2,XM3,YM3,XR3,YR3,index_cor2,index_cor3,trans_inside[1],trans_inside[2],3'b100);
CORDIC_CELL c3(clk,reset,XM3,YM3,XR3,YR3,XM4,YM4,XR4,YR4,index_cor3,index_cor4,trans_inside[2],trans_inside[3],3'b011);
CORDIC_CELL c4(clk,reset,XM4,YM4,XR4,YR4,XM5,YM5,XR5,YR5,index_cor4,index_cor5,trans_inside[3],trans_inside[4],3'b010);
CORDIC_CELL c5(clk,reset,XM5,YM5,XR5,YR5,XM6,YM6,XR6,YR6,index_cor5,index_cor6,trans_inside[4],trans_inside[5],3'b001);
CORDIC_CELL c6(clk,reset,XM6,YM6,XR6,YR6,X  ,Y  ,XR7,YR7,index_cor6,index_cor7,trans_inside[5],trans_out      ,3'b000);
endmodule
module CORDIC_CELL(clk,reset,XM,YM,XR,YR,XM_,YM_,XR_,YR_,index_cor,index_cor_,wen_in,wen_out,count);
input [15:0] XM,YM,XR,YR;
input clk,reset,wen_in;
input [9:0] index_cor;
input [2:0] count;
output [15:0] XM_,YM_,XR_,YR_;
output [9:0] index_cor_;
output wen_out;
wire sign;
assign sign = index_cor[count];
wire [15:0] XM__,YM__,XR__,YR__;
shift16 sh1(XR,XR__);shift16 sh2(YR,YR__);
adder16 a1(XM,YR,XM__,sign);
adder16 a2(YM,XR,YM__,~sign);
D_trigger1  tw0(clk,1'b1,wen_in,wen_out);
D_trigger10 ti0(clk,reset,index_cor,index_cor_);
D_trigger16 txm(clk,reset,XM__,XM_);
D_trigger16 tym(clk,reset,YM__,YM_);
D_trigger16 txr(clk,reset,XR__,XR_);
D_trigger16 tyr(clk,reset,YR__,YR_);
endmodule
module D_trigger1(clk,reset,D,Q);
input clk,reset;
input  D;
output reg  Q;
always@(posedge clk) begin
  if(~reset) begin
    Q <= 1'b0;
  end
  else begin 
    Q <= D;
  end
end
endmodule
module D_trigger4(clk,reset,D,Q);
input clk,reset;
input [3:0] D;
output reg [3:0] Q;
always@(posedge clk) begin
  if(~reset) begin
    Q <= 4'b0;
  end
  else begin 
    Q <= D;
  end
end
endmodule
module D_trigger10(clk,reset,D,Q);
input clk,reset;
input [9:0] D;
output reg [9:0] Q;
always@(posedge clk) begin
  if(~reset) begin
    Q <= 10'b0;
  end
  else begin 
    Q <= D;
  end
end
endmodule
module D_trigger16(clk,reset,D,Q);
input clk,reset;
input [15:0] D;
output reg [15:0] Q;
always@(posedge clk) begin
  if(~reset) begin
    Q <= 16'b0;
  end
  else begin 
    Q <= D;
  end
end
endmodule
module Double_DT(clk,reset,D0,D1,Q0,Q1);
  input clk,reset;
  input [3:0] D0,D1;
  output [3:0] Q0,Q1;
  D_trigger4 d0(clk,reset,D0,Q0);
  D_trigger4 d2(clk,reset,D1,Q1);
endmodule
module MUX_2_6 (in1,in2,sign,out);
  input [5:0] in1,in2;
  input sign;
  output [5:0] out;
  assign out = (sign)?in1:in2;
endmodule
module PA16_(clk,reset,fcw,init,phase,trans_in,trans_out);
  input clk,reset,trans_in;
  input [15:0] fcw,init;
  output reg [15:0] phase;
  output trans_out;
  wire [15:0] phase_wire;
  adder16 a0(fcw,phase,phase_wire,1'b0);
  always@(posedge clk or negedge reset) begin
    if(~reset)
      phase <= init;
    else
      phase <= phase_wire;
  end
  assign trans_out = trans_in;
endmodule
module PAC(clk,reset,cen,wen,D,index_wri,index_qua,index_rea,index_cor,sin_amp,trans_in,trans_out);
input clk,reset,cen,wen,trans_in;
input [2:0] index_qua;
input [5:0] index_wri,index_rea;
input [6:0] index_cor;
input [47:0] D;
output[15:0] sin_amp;
output trans_out;
wire [15:0] XM,YM,XR,YR,X,Y;
wire [9:0] index_cor0;
wire [2:0] index_qua_;
wire trans_rom,trans_cor;
ROM r0(.clk(clk),.cen(cen),.wen(wen),.reset(reset),.index_qua(index_qua),.index_rea(index_rea),.index_wri(index_wri),.index_cor(index_cor),.D(D),
	.XM(XM),.YM(YM),.XR(XR),.YR(YR),.index_cor0(index_cor0),.trans_in(trans_in),.trans_out(trans_rom));
CORDIC c0(.clk(clk),.reset(reset),.XM(XM),.YM(YM),.XR(XR),.YR(YR),.index_cor0(index_cor0),
	.X(X),.Y(Y),.index_qua_(index_qua_),.trans_in(trans_rom),.trans_out(trans_cor));
mirro m0(.clk(clk),.reset(reset),.X(X),.Y(Y),.index_qua(index_qua_),
	.sin_amp(sin_amp),.trans_in(trans_cor),.trans_out(trans_out));
endmodule 
module ROM(clk,cen,wen,reset,index_qua,index_rea,index_wri,index_cor,D,
	XM,YM,XR,YR,index_cor0,trans_in,trans_out);
input clk,cen,wen,reset,trans_in;
input [2:0] index_qua;
input [5:0] index_rea,index_wri;
input [6:0] index_cor;
input [47:0] D;
wire [5:0] A;
wire [47:0] Q;
output [15:0] XM,YM,XR,YR;
output [9:0] index_cor0;
output trans_out;
MUX_2_6 m0(index_rea,index_wri,wen,A);
ROM_64_48 R0(clk,1'b1,cen,wen,A,D,Q);
buffer_ROM b_rom(clk,reset,trans_in,index_qua,index_cor,Q,XM,YM,XR,YR,index_cor0,trans_out);
endmodule
module ROM_64_48 (clk,RETN,cen,wen,A,D,Q);
input clk,RETN,cen,wen;
input [5:0] A;
input [47:0] D;
output [47:0] Q;
reg [47:0] ROM [0:63];
reg [5:0] count;
assign Q = (wen ==1)?ROM[A]:D;
always@(posedge clk)begin
  if(wen==0)begin
    ROM[A] <= D;
  end
end
endmodule 
module adder16(in1,in2,out,sign);
input [15:0]in1,in2;
input sign;
output [15:0] out;
wire [15:0] temp1;assign temp1 = in1 + (~in2) + 1;
wire [15:0] temp2;assign temp2 = in1 + in2;
assign out = (sign)?temp1:temp2;
endmodule 
module buffer_ROM(clk,reset,wen,index_qua,index_cor,Q,XM0,YM0,XR0,YR0,index_cor0,wen_trans0);
  input clk,reset,wen;
  input [2:0] index_qua;
  input [6:0] index_cor;
  input [47:0] Q;
  output reg [15:0] XM0,YM0,XR0,YR0;
  output reg [9:0] index_cor0;
  output wen_trans0;
  D_trigger1 d0(clk,1'b1,wen,wen_trans0);
  always@(posedge clk)begin
    if(~reset) begin
      XM0 <= 16'b0;YM0 <= 16'b0;XR0 <= 16'b0;YR0 <= 16'b0;
      index_cor0 <= 10'b0;
    end
    else begin
      XM0[15:0] <= Q[47:32];
      YM0[15:0] <= Q[23: 8];
      XR0[7:0] <= Q[31:24];XR0[15:8] <= 8'b0;
      YR0[7:0] <= Q[7 : 0];YR0[15:8] <= 8'b0;
      index_cor0[6:0] <= index_cor;
      index_cor0[9:7] <= index_qua;
    end 
  end
endmodule
module buffer_cordic_cell(clk,reset,index_cor,index_cor_,XR__,YR__,XR_,YR_);
  input [10:0] index_cor;
  input [15:0] XR__,YR__;
  input  clk,reset;
  output [10:0] index_cor_;
  output [15:0] XR_,YR_;  
  wire [10:0] index_cor0,index_cor1,index_cor2,index_cor3;
  D_trigger10 ti0(clk,reset,index_cor ,index_cor0);
  D_trigger10 ti1(clk,reset,index_cor0,index_cor1);
  D_trigger10 ti2(clk,reset,index_cor1,index_cor2);
  D_trigger10 ti3(clk,reset,index_cor2,index_cor3);
  D_trigger10 ti4(clk,reset,index_cor3,index_cor_);
  wire [15:0] XR_0,XR_1,XR_2,XR_3;
  D_trigger16 tx0(clk,reset,XR__,XR_0);
  D_trigger16 tx1(clk,reset,XR_0,XR_1);
  D_trigger16 tx2(clk,reset,XR_1,XR_2);
  D_trigger16 tx3(clk,reset,XR_2,XR_3);
  D_trigger16 tx4(clk,reset,XR_3,XR_);
  wire [15:0] YR_0,YR_1,YR_2,YR_3;
  D_trigger16 ty0(clk,reset,YR__,YR_0);
  D_trigger16 ty1(clk,reset,YR_0,YR_1);
  D_trigger16 ty2(clk,reset,YR_1,YR_2);
  D_trigger16 ty3(clk,reset,YR_2,YR_3);
  D_trigger16 ty4(clk,reset,YR_3,YR_);
endmodule
module mirro(clk,reset,X,Y,index_qua,
  sin_amp,trans_in,trans_out);
  input clk,reset,trans_in;
  input [15:0] X,Y;
  input [2:0] index_qua;
  wire [15:0] temp1,temp2,temp3;
  output reg [15:0] sin_amp;
  output trans_out;
  D_trigger1 d0(clk,1'b1,trans_in,trans_out);
  assign temp1[14:0] = (index_qua[0]^index_qua[1])?Y[15:1]:X[15:1];assign temp1[15] = 1'b0;
  assign temp2 = (~temp1) + 16'h0001;
  assign temp3[15:0] = (index_qua[1]^index_qua[2])?temp2:temp1;
  always@(posedge clk)begin
    if(~reset) begin
      sin_amp <= 16'b0;
    end
    else begin
      sin_amp <= temp3;
    end
  end
endmodule
module phase_compression_13(clk,reset,phase,index_qua,index_rea,index_cor,trans_in,trans_out);
input clk,reset,trans_in;
input  [15:0] phase;
output trans_out;
output reg [2:0] index_qua;
output reg [5:0] index_rea;
output reg [6:0] index_cor;
wire [12:0] Index;
wire [2:0] temp_qua;
wire [5:0] temp_rea;
wire [6:0] temp_cor;
assign Index = (phase[13])?~phase[12:0]:phase[12:0];
assign temp_qua = phase[15:13];
assign temp_rea = Index[12:7];
assign temp_cor = Index[6:0];
D_trigger1 d0(clk,1'b1,trans_in,trans_out);
always@(posedge clk)begin
	if(~reset) begin
		index_qua <= 3'b0;
		index_rea <= 6'b0;
		index_cor <= 7'b0;
	end
	else begin
		index_qua <= temp_qua;
		index_rea <= temp_rea;
		index_cor <= temp_cor;
	end
end
endmodule
module shift16(in,out);
input [15:0] in;
output [15:0] out;
assign out[15:14] = 2'b0;
assign out[13:0] = in[14:1];
endmodule
module cordic_rom(clk,reset,cen,wen,index_wri,D,fcw,offset,sin_amp,trans_pac);
  input clk,reset,cen,wen;
  input [5:0] index_wri;
  input [15:0] fcw,offset;
  input [47:0] D;
  output [15:0] sin_amp;
  output trans_pac;
  wire [2:0] index_qua;
  wire [5:0] index_rea;
  wire [6:0] index_cor;
  wire [15:0] phase;
  wire trans_pa,trans_pc;
  PA16_ pa(.clk(clk),.reset(reset),.fcw(fcw),.init(offset),
    .phase(phase),.trans_in(wen),.trans_out(trans_pa));
  phase_compression_13 pc(.clk(clk),.reset(reset),.phase(phase),
    .index_qua(index_qua),.index_rea(index_rea),.index_cor(index_cor),.trans_in(trans_pa),.trans_out(trans_pc));
  PAC pac(.clk(clk),.reset(reset),.cen(cen),.index_qua(index_qua),.index_rea(index_rea),.index_cor(index_cor),
    .sin_amp(sin_amp),.trans_in(trans_pc),.trans_out(trans_pac));
endmodule
==> notes.md <==
Figures from the flow reports.

Route:
- The run gives the average routed wire per standard cell as 5.013 µm.
- The run gives the post-detailed-routing wire length as 386 µm.
- The run puts the number of violations reported at the end of detailed-routing iteration 0 at 4.
- The run puts the vias after detailed routing at 127.
- The run puts the first-pass iteration count of the detailed router at 2.
- The run puts the antenna diode count at 0.
- TritonRoute reported its final design rule violation total as 0.
- After detailed routing, the number of vias per cell comes to 1.649.
- In this run the remaining antenna-violating nets after routing total 0.

Clock tree:
- The longest clock path from root to sink contains 2 buffers.
- The run gives the clock sink total as 10.
- The run gives the number of buffers created by CTS as 3.
- The run puts the clock-pin slew on the worst setup and hold paths at 60 ps.
- The run puts the count of H-tree levels built during CTS at 1.
- TritonCTS built the clock tree.
- The run gives the number of instances resized during post-cts repair as 1.
- At the later pin of the worst-skew pair, clock insertion delay measures 250 ps.
- The run gives the cts-stage hold buffer count as 0.
- The run gives the root buffer selected by CTS as sky130_fd_sc_hd__clkbuf_4.
- The run gives the post-CTS setup buffer count as 0.

Die:
- The run gives the total die area as 6400 µm².
- The run puts the vertical die dimension at 80 µm.
- During I/O placement, the number of pins put on the boundary was 107.
- The run gives the floorplan core area as 3416 µm².
- The horizontal die dimension reported for this design is 80 µm.
- The run puts the cell row count at 21.
- The run puts the floorplan utilization at 9.487%.

Final layout:
- The run puts the final cell utilization of the core at 10.55%.
- The run gives the area growth from synthesis to layout as 11.20%.
- The run puts the share of post-route cells with drive strength above 1 at 9.677%.
- The run gives the filler-free cell count of the finished design as 77.

Power:
- The run puts the total power divided by cell area at 1902 nW/µm².
- Switching power as a fraction of the total was reported as 17.83%.
- The run gives the share of power burned in registers as 61.8%.
- The run gives the net load switching power as 0.0001222 W.
- The run gives the cell-internal power as 0.0005632 W.
- The worst-case IR drop observed on VDD is 0.0008686 V.
- The run gives the total leakage power as 0.1585 nW.
- Combinational logic burns 1.4% of the power.
- The run gives the proportion of power drawn by the clock network as 36.8%.

Worst setup path:
- Traced cell by cell, the critical path runs through clkdlybuf4s15_1.
- The run puts the buffer and inverter count on the worst path at 1.
- The run puts the number of cells on the worst reg-to-reg path at 0.
- The worst setup path is captured at an output port.
- The run puts the number of cells on the critical path at 1.
- The setup path with the least slack is of type reg -> out.
- The run gives the data required time at the worst endpoint as 800 ps.
- The run gives the data arrival time of the critical path as 710 ps.
- The run puts the maximum single-stage delay on the critical path at 300 ps.
- For this design, the slowest cell found on the critical path is sky130_fd_sc_hd__dfxtp_1.
- The run gives the cell family contributing the most delay on the critical path as flip-flops.
- The run puts the largest driver fanout on the critical path at 1.
- STA classifies the critical path startpoint as a flip-flop.

STA:
- The run gives the count of pins over their slew limit as 0.
- The final timing report counts setup violations totalling 0.
- The run puts the clock tree skew after final layout at 2.875 ps.
- The run gives the maximum frequency from static timing analysis as 1099 MHz.
- After layout, the worst path uses 91.02% of the clock period.
- Setup repair after global routing left no endpoint under its margin.
- The run gives the time the worst path needs with I/O delays and setup as 910.2 ps.
- The run gives the total negative setup slack as 0 ps.
- The run gives the count of final hold-check violations as 0.

GRT:
- The total overflow left after global routing is 0.
- Entering global routing, the biggest net connects 6 pins.
- The run puts the wire length of the first global-routing pass at 503 µm.
- Global routing used 1.022% of the available tracks.
- The number of antenna violations at the first check in global routing was 0.
- The number of global-route vias before repair was 149.

Yosys:
- The run puts the number of instances in the synthesized netlist at 27.
- After synthesis, the design contains 27 cells according to Yosys.
- Ranked by total cell area, the synthesized netlist is headed by sky130_fd_sc_hd__dfxtp_1 62%, sky130_fd_sc_hd__buf_4 37%, sky130_fd_sc_hd__conb_1 1.2%.
- The run puts the synthesized area per cell at 12.00 µm².
- The run gives the total number of yosys warnings as 64.
- The synthesized netlist occupies a cell area of 324.1 µm².
- The run puts the number of storage elements in the synthesis netlist at 10.
- The run gives the portion of synthesized cell area occupied by the leading cell type as 61.78%.
- The run puts the sequential fraction of the synthesis area at 61.78%.
- The area recorded from the Yosys report for this design is 324.1 µm².
- The cell type that accounts for the most area after synthesis is sky130_fd_sc_hd__dfxtp_1.
- The run puts the distinct cell type count of the synthesized netlist at 3.

Hold path:
- The run gives the class of the tightest hold or removal check as reg -> reg.
- The run puts the number of cells on the worst hold path at 0.

Place:
- The run puts the routability-driven placement congestion ratio at 0.5168.
- The run gives the cell count after placement as 74.
- The count of buffers added on input and output ports is 2.

Job:
- The run puts the max-capacitance violation count at 0.
- The run gives the number of warnings in the stage logs as 113.

Run status:
- The run finished with clean final reports.
==> stage by stage <==
step	total power [W]	hold WS, ps	instance area [µm²]	setup WS [ps]
floorplan	0.0004753	227.7	380.4	538.5
global placement	0.0004462	310.2	337.8	56.11
detailed placement	0.0004453	312.1	337.8	57.68
CTS	0.0006979	325.5	359.1	16.89
global route	0.0007249	330.2	360.3	40.74
finish	0.0006854	325.0	360.3	89.76
==> sequential cells by signal, summed over array words and instances, names as in the netlist <==
name / count
pac.c0.c0.tw0.Q: 1
pac.c0.c1.tw0.Q: 1
pac.c0.c2.tw0.Q: 1
pac.c0.c3.tw0.Q: 1
pac.c0.c4.tw0.Q: 1
pac.c0.c5.tw0.Q: 1
pac.c0.c6.tw0.Q: 1
pac.m0.d0.Q: 1
pac.r0.b_rom.d0.Q: 1
pc.d0.Q: 1
==> placed cells by master (no fill, tap or decap) <==
master / synthesis / routed
sky130_fd_sc_hd__clkbuf_4: 0 / 3
sky130_fd_sc_hd__clkdlybuf4s50_1: 0 / 1
sky130_fd_sc_hd__clkdlybuf4s15_1: 0 / 1
sky130_fd_sc_hd__conb_1: 1 / 16
sky130_fd_sc_hd__dfxtp_1: 10 / 10
==> final timing paths <==
kind | start | end | slack (ps)
worst max-delay path | pac.m0.d0.Q | trans_pac | 90
worst min-delay path | pac.c0.c5.tw0.Q | pac.c0.c6.tw0.Q | 320
worst max register to register | pac.c0.c6.tw0.Q | pac.m0.d0.Q | 600
worst min register to register | pac.c0.c5.tw0.Q | pac.c0.c6.tw0.Q | 320
==> cells in the mapped netlist <==
cell type / count
sky130_fd_sc_hd__dfxtp_1: 10
sky130_fd_sc_hd__buf_4: 16
sky130_fd_sc_hd__conb_1: 1
==> per-layer routing <==
metal / global-route usage (%) / vias up / part of all wire [%]
met5: 0 / - / 0
met1: 1.475 / 44 / 60
li1: - / 58 / -
met3: 1.477 / 2 / 22
met2: 0.4013 / 23 / 9.8
met4: 0.7042 / 0 / 8.0
==> cell families after synthesis <==
logic type / after synthesis / synth area share, %
DFF: 10 / 61.78
other: 1 / 1.157
buffers and inverters: 16 / 37.07
==> power groups by stage <==
| stage | Clock [W] | Combinational (W) | Sequential, W |
|---|---|---|---|
| finish | 0.000252 | 0.00000985 | 0.000424 |
| global route | 0.000286 | 0.0000142 | 0.000425 |
| CTS | 0.000263 | 0.0000115 | 0.000424 |
==> area by class of cell <==
| cell class | count | area, µm² |
|---|---|---|
| clock buffers | 3 | 22.52 |
| repair buffers | 2 | 20.02 |
| flip-flops and latches | 10 | 200.2 |
| multi-input cells | 16 | 60.06 |
| fillers | 401 | 3055 |
| well taps | 46 | 57.56 |
Power is estimated from default activity; no workload was simulated.
